==> design.v <==
`timescale 1ns / 1ps
module Adder04 (   
    input        cin,
    input  [3:0] in1,
    input  [3:0] in2,
    output [3:0] out,
    output       cout
);
  wire [3:0] G = in1 & in2;   
  wire [3:0] P = in1 ^ in2;   
  wire [3:0] C;   
  assign C[0] = cin;
  assign C[1] = G[0] | (P[0] & cin);
  assign C[2] = G[1] | (P[1] & G[0]) | (P[1] & P[0] & cin);
  assign C[3] = G[2] | (P[2] & G[1]) | (P[2] & P[1] & G[0]) | (P[2] & P[1] & P[0] & cin);
  assign cout = G[3] | (P[3] & G[2]) | (P[3] & P[2] & G[1]) | (P[3] & P[2] & P[1] & G[0]) | (P[3] & P[2] & P[1] & P[0] & cin);
  assign out = P ^ C[3:0];
endmodule
`timescale 1ns / 1ps
module Adder08 (   
    input        cin,
    input  [7:0] in1,
    input  [7:0] in2,
    output [7:0] out,
    output       cout
);
  wire carry;
  Adder04 Adder04_inst0 (
      .cin (cin),
      .in1 (in1[3:0]),
      .in2 (in2[3:0]),
      .out (out[3:0]),
      .cout(carry)
  );
  Adder04 Adder04_inst1 (
      .cin (carry),
      .in1 (in1[7:4]),
      .in2 (in2[7:4]),
      .out (out[7:4]),
      .cout(cout)
  );
endmodule
`timescale 1ns / 1ps
module Adder16 (   
    input         cin,
    input  [15:0] in1,
    input  [15:0] in2,
    output [15:0] out,
    output        cout
);
  wire carry;
  Adder08 Adder08_inst0 (
      .cin (cin),
      .in1 (in1[7:0]),
      .in2 (in2[7:0]),
      .out (out[7:0]),
      .cout(carry)
  );
  Adder08 Adder08_inst1 (
      .cin (carry),
      .in1 (in1[15:8]),
      .in2 (in2[15:8]),
      .out (out[15:8]),
      .cout(cout)
  );
endmodule
`timescale 1ns / 1ps
module Adder32 (   
    input         cin,
    input  [31:0] in1,
    input  [31:0] in2,
    output [31:0] out,
    output        cout
);
  wire carry;
  Adder16 Adder16_inst0 (
      .cin (cin),
      .in1 (in1[15:0]),
      .in2 (in2[15:0]),
      .out (out[15:0]),
      .cout(carry)
  );
  Adder16 Adder16_inst1 (
      .cin (carry),
      .in1 (in1[31:16]),
      .in2 (in2[31:16]),
      .out (out[31:16]),
      .cout(cout)
  );
endmodule
`timescale 1ns / 1ps
module Adder64 (   
    input         cin,
    input  [63:0] in1,
    input  [63:0] in2,
    output [63:0] out,
    output        cout
);
  wire carry;
  Adder32 Adder32_inst0 (
      .cin (cin),
      .in1 (in1[31:0]),
      .in2 (in2[31:0]),
      .out (out[31:0]),
      .cout(carry)
  );
  Adder32 Adder32_inst1 (
      .cin (carry),
      .in1 (in1[63:32]),
      .in2 (in2[63:32]),
      .out (out[63:32]),
      .cout(cout)
  );
endmodule
==> run.sh <==
#!/bin/bash
# OpenROAD 26Q1-2900-gdf79404cd8, Yosys 0.63+post, stock flow scripts
make -C /OpenROAD-flow-scripts/flow DESIGN_CONFIG=/design/flow/config.mk WORK_HOME=/design/flow/orfs finish
==> config.mk <==
export PLATFORM = sky130hd
export DESIGN_NAME = Adder64
export DESIGN_NICKNAME = Adder64
export VERILOG_FILES = /design/flow/design.v
export SDC_FILE = /design/flow/constraint.sdc
export NUM_CORES = 4
export LEC_CHECK = 1
export CORE_AREA = 10 10 132 132
export DIE_AREA = 0 0 142 142
==> constraint.sdc <==
current_design Adder64

set clk_period 29.5
set clk_io_pct 0.2

create_clock -name clk0 -period $clk_period

set non_clock_inputs [all_inputs -no_clocks]
set_input_delay [expr $clk_period * $clk_io_pct] -clock clk0 $non_clock_inputs
set_output_delay [expr $clk_period * $clk_io_pct] -clock clk0 [all_outputs]
==> deck_impl_summary.md <==
Run Summary

Final timing
  • Setup TNS: 0 ns
  • RSZ-0062 raised after global routing: no
  • Slew Limit Fails: 0
  • Final worst path period need: 15.55 ns
  • Max frequency: 64.3 MHz
  • Setup violators final: 0
  • Hold Vio Cnt, Final: 0
  • Slew margin rel.: 65.0%
  • Worst-Margin Slew: 0.520 ns
  • Final Cycle Share: 52.7%

Final layout
  • Layout cell share with drive strength beyond 1: 3.78%
  • FF/Latch Area: 0 um^2
  • Sequential cell count: 0
  • Layout clock buffers: 0
  • Area Overhead vs Synth: 78.6%

Worst setup path
  • CP max stage cell: clkdlybuf4s50_1
  • CP top delay family: AND-OR/OR-AND gates
  • CP startpoint kind: input pin
  • Crit. End Element: output pin
  • Critical Path Max Stage Delay: 0.48 ns
  • CP cell instances: clkdlybuf4s50_1, ha_1, a21oi_1, nand3_1, a221oi_2, o311ai_2, a211o_1, nand3_1, nand2_1, a21o_1, a21o_1, fa_1, xor2_1, clkdlybuf4s50_1
  • CP Class: in2out
  • CP Data Required Time: 23.60 ns
  • Crit path DAT: 9.65 ns
  • Worst path bufs/invs: 2
  • CP Max Fanout: 5

Power and ir drop
  • Final Power: 111 uW
  • Leak pwr: 2.04 nW
  • PD cells: 22.6 nW/um^2
  • VDD IR max: 9.30 uV

Synthesis
  • XORs/XNORs by Area: 14.3%
  • Cell area leaders: ha_1 29%, fa_1 12%, xor2_1 7.3%
  • Synth Area in Compound Gates: 25.9%
  • Simple Share, Synth: 17.4%
  • Cell Type Count: 51
  • Largest logic family: adder cells
  • Synthesis area per yosys: 2760 um^2
  • Syn Area/Cell: 8.25 um^2
  • Seq share, synth: 0%
  • Yosys warns: 0
  • Top cells by count, synth: 64 x ha_1, 33 x a21oi_1, 27 x nand2_1
  • Area leader share: 29.0%
  • Synthesized cell area: 2760 um^2
  • Most common cell in the synthesized netlist: ha_1
  • Synth area leader: ha_1
  • Adder share: 40.6%
  • Cells after Synth: 335
  • Mux frac, synth: 0%
  • Yosys stat cell total: 335

Global routing
  • Vias in the first global route: 3,404
  • First-pass GRT wire length: 16.8 mm
  • GRT Overall Usage: 9.99%
  • Initial antenna violation count: 0
  • GR Overflow Total: 0
  • Largest net degree at the start of global routing: 7

Routing
  • Vias/cell: 4.41
  • DR WL/cell: 14.5 um
  • Starting DRT DRC Count: 61
  • Initial DRT Pass Iterations: 4
  • Antenna-violating nets left: 0
  • Ant diodes: 0
  • WL final: 10.4 mm
  • Residual DRC: 0
  • Via Count: 3,146

Hold path
  • HP Class: in2out

Placement
  • IO buf count: 194
  • DP HPWL: 9.79 mm
  • Final RePlAce weighted congestion: 0.896

Clock tree
  • Cts hold-fix bufs: 0
  • Post_cts resized: 0
  • Post-CTS Setup Bufs: 0

Floorplan
  • Io pins: 194
  • DIE HEIGHT: 142 um
  • Die footprint: 20,200 um^2
  • FP Util: 19.0%
  • Core footprint: 14,500 um^2
  • Cell Rows: 44
  • Die X: 142 um

Outcome
  • Status: finished clean

Run
  • Maxcap violations: 0
  • Tool warnings: 32
cells in the final DEF (no fill, tap or decap), drive strengths merged, types with 2 or more instances in the layout:
master,count
o31ai,2
and3,2
or2,2
nor2b,5
nor4b,2
a311o,2
nand2b,2
o211ai,2
a311oi,2
or3,4
a22o,2
nor2,19
xnor2,22
and2,2
nand2,27
clkdlybuf4s50,194
nand3,11
xor2,23
o21ai,18
a31oi,2
a211oi,4
inv,14
nor3,10
ha,64
fa,16
o21a,4
a21o,13
nand4,7
a21oi,35
o21bai,5
final cells by class:
type / count / area [um^2]
fillers: 1466 / 9600
inverters: 14 / 52.6
well taps: 184 / 230
repair buffers: 194 / 1940
multi-input cells: 321 / 2710
power breakdown:
group	internal (mW)	total, mW	leakage [nW]	switching, mW
clock	0	0	0	0
combinational	0.0714	0.111	2.04	0.0399
sequential	0	0	0	0
kinds of logic after synthesis:
| kind of cell | after synthesis |
|---|---|
| AND/OR/NAND/NOR | 95 |
| buffers and inverters | 14 |
| AND-OR/OR-AND | 101 |
| XOR/XNOR | 45 |
| adder cells (fa/ha/maj) | 80 |
stage by stage:
step / area [um^2] / std cells / setup WS (ns) / hold WS (ns) / util, %
CTS: 4930 / 713 / 13.90 / 12.89 / 34.0
finish: 4930 / 713 / 13.95 / 12.88 / 34.0
global route: 4930 / 713 / 13.63 / 12.90 / 34.0
floorplan: 2760 / 335 / 15.15 / 11.91 / -
global placement: 4930 / 713 / 13.93 / 12.89 / 34.0
detailed placement: 4930 / 713 / 13.91 / 12.89 / 34.0
path summary, 6_finish.rpt:
check	startpoint	end	slack [ns]	cells past startpoint
hold / removal	in2[61]	out[61]	12.88	4
setup / recovery	in1[11]	out[41]	13.95	14
metal layers:
metal	track usage, %	vias to the layer above	part of all wire [%]
li1	-	1646	-
met1	11.9	1392	39
met2	17.0	106	49
met3	4.57	2	12
met4	0.269	0	0.33
met5	0	-	0
Power is estimated from default activity; no workload was simulated.
