[design/flow/run.sh]
#!/bin/bash
# OpenROAD 26Q1-2900-gdf79404cd8, Yosys 0.63+post, stock flow scripts
make -C /OpenROAD-flow-scripts/flow DESIGN_CONFIG=/design/flow/config.mk WORK_HOME=/design/flow/orfs finish
[design/flow/config.mk]
export PLATFORM = sky130hd
export DESIGN_NAME = CSA4T2
export DESIGN_NICKNAME = CSA4T2
export VERILOG_FILES = /design/flow/design.v
export SDC_FILE = /design/flow/constraint.sdc
export NUM_CORES = 4
export LEC_CHECK = 1
export CORE_UTILIZATION = 40
[design/flow/constraint.sdc]
current_design CSA4T2

set clk_period 1.5
set clk_io_pct 0.2

create_clock -name clk0 -period $clk_period

set non_clock_inputs [all_inputs -no_clocks]
set_input_delay [expr $clk_period * $clk_io_pct] -clock clk0 $non_clock_inputs
set_output_delay [expr $clk_period * $clk_io_pct] -clock clk0 [all_outputs]
[design/flow/design.v]
`timescale 1ns / 1ps
module CSA4T2 #(   
    WIDTH = 32
) (
    input              cin,
    input  [WIDTH-1:0] in1,
    input  [WIDTH-1:0] in2,
    input  [WIDTH-1:0] in3,
    input  [WIDTH-1:0] in4,
    output [WIDTH-1:0] out,
    output [WIDTH-1:0] cout,
    output             carry
);
  generate
    genvar i;
    wire [WIDTH-1:0] level_s;
    wire [  WIDTH:0] level_c;
    assign level_c[0] = cin;
    assign carry = level_c[WIDTH];
    for (i = 0; i < WIDTH; i = i + 1) begin : gen
      FullAdder FullAdder_LEVEL_1 (
          .in1 (in1[i]),
          .in2 (in2[i]),
          .in3 (in3[i]),
          .out (level_s[i]),    
          .cout(level_c[i+1])   
      );
      FullAdder FullAdder_LEVEL_2 (
          .in1 (level_s[i]),
          .in2 (in4[i]),
          .in3 (level_c[i]),
          .out (out[i]),
          .cout(cout[i])
      );
    end
  endgenerate
endmodule
`timescale 1ns / 1ps
module FullAdder (   
    input  in1,
    input  in2,
    input  in3,
    output out,
    output cout
);
  wire w1to2;
  wire [1:0] carry;
  HalfAdder HalfAdder_inst1 (
      .in1 (in1),
      .in2 (in2),
      .out (w1to2),
      .cout(carry[0])
  );
  HalfAdder HalfAdder_inst2 (
      .in1 (w1to2),
      .in2 (in3),
      .out (out),
      .cout(carry[1])
  );
  assign cout = carry[0] | carry[1];
endmodule
`timescale 1ns / 1ps
module HalfAdder (   
    input  in1,
    input  in2,
    output out,
    output cout
);
  assign out  = in1 ^ in2;
  assign cout = in1 & in2;
endmodule
==> flow_metrics.env <==
# implementation run metrics
export IMPL_antenna_found_initial=0
export IMPL_rows=24
export IMPL_combinationalPowerShare=1.000
export IMPL_yosysTopAreaCellShare=0.712
export IMPL_antennaDiodeCount=0
export IMPL_first_global_vias=1600
export IMPL_syn_area_per_cell_um2=13.0
export IMPL_outcome="finished, violations left"
export IMPL_die_h_um=69.1
export IMPL_drv_cap=0
export IMPL_whs_ns=1.09
export IMPL_p_leak_nw=1.37
export IMPL_layout_drive_gt1_share=0.836
export IMPL_power_switching_mw=0.385
export IMPL_regArea_um2=0
export IMPL_first_pass_iters=2
export IMPL_crit_type="input port to output port"
export IMPL_fmax_ghz=0.522
export IMPL_globalRouteOverflowTotal=0
export IMPL_area_leaders="fa_1 71%, buf_4 27%, inv_1 2.1%"
export IMPL_warning_count=36
export IMPL_drc_errors=0
export IMPL_wirelength_mm=5.11
export IMPL_hold_path_class="input port to output port"
export IMPL_finalClockPeriodUsage=1.28
export IMPL_setup_slack_ns=-0.415
export IMPL_ant_nets=0
export IMPL_vias=1396
export IMPL_rsz0062_at_grt="true"
export IMPL_grt_pass1_wl_mm=8.27
export IMPL_synth_seq_share=0
export IMPL_required_ns=1.20
export IMPL_violations="setup timing"
export IMPL_place_congestion=0.849
export IMPL_ff_count=0
export IMPL_grt_use_total=0.246
export IMPL_cp_end_kind="output port"
export IMPL_io_pins=194
export IMPL_hold_start="in3[23]"
export IMPL_yosysChipArea_mm2=0.00180
export IMPL_hold_buffers=0
export IMPL_finalHoldViolCount=0
export IMPL_vdd_drop_max_mv=0.169
export IMPL_ys_top_cells_by_count="64 x buf_4, 64 x fa_1, 10 x inv_1"
export IMPL_largest_area_cell="fa_1"
export IMPL_ys_warn_count=0
export IMPL_utilization=0.715
export IMPL_timing_setup_tns_ns=-13.53
export IMPL_core_mm2=0.00432
export IMPL_drv_slew=0
export IMPL_port_buffer_count=194
export IMPL_dp_slack_ns=-1.14
export IMPL_hpwlAfterDp_mm=5.00
export IMPL_synth_area_mm2=0.00180
export IMPL_maxSlewHeadroom=0.924
export IMPL_clockPowerShare=0
export IMPL_dieArea_mm2=0.00477
export IMPL_start_kind="input port"
export IMPL_synthCells=138
export IMPL_setup_viol=64
export IMPL_vias_per_cell=4.36
export IMPL_yosysCellCount=138
export IMPL_switching_share=0.344
export IMPL_grt_max_degree=2
export IMPL_wire_per_inst_um=16.0
export IMPL_p_int_mw=0.736
export IMPL_fp_util=0.416
export IMPL_p_seq_frac=0
export IMPL_synth_cell_type_count=3
export IMPL_cp_arrival_ns=1.62
export IMPL_min_period_ns=1.92
export IMPL_cp_startpoint="in2[0]"
export IMPL_syn_to_final_growth_pct=71.8
export IMPL_detailedRoute_firstIterationViolations=6
export IMPL_die_w_um=69.1
export IMPL_power_density_mw_per_mm2=363
export IMPL_tightest_slew_ns=0.113
export IMPL_crit_fanout=1
export IMPL_num_clock_buffers=0
what timing repair did:
action                                  4_1_cts  5_1_grt
pin swaps                                    64       42
gates resized                               636       42
setup buffers                                 0        0
endpoints found under the setup margin       65       64
metrics by stage:
| stage | cells | power, mW | instance area, µm² |
|---|---|---|---|
| final | 320 | 1.12 | 3090 |
| after CTS | 320 | 1.11 | 2870 |
| after detailed placement | 320 | 1.52 | 3410 |
| after floorplan | 138 | 0.781 | 1880 |
| after global placement | 320 | 1.50 | 3410 |
| after global routing | 320 | 1.32 | 3090 |
worst max-delay path, stage by stage:
cell   delay (ns)
buf_6        0.09
fa_1         0.54
inv_2        0.04
fa_2         0.52
inv_2        0.03
buf_2        0.09
worst paths after layout:
path                       end  slack [ns]  cells after the start
worst max-delay path    out[0]       -0.42                      6
worst min-delay path  cout[23]        1.09                      4
cells by family after synthesis:
family / Yosys count / synth area share
adders and majority gates: 64 / 0.712
buffers and inverters: 74 / 0.288
routing by layer:
| layer | wire length, µm | part of all wire | track usage |
|---|---|---|---|
| met5 | 0 | 0 | 0 |
| met4 | 77 | 0.015 | 0.0340 |
| met3 | 754 | 0.15 | 0.116 |
| met2 | 2670 | 0.52 | 0.401 |
| met1 | 1610 | 0.31 | 0.324 |
layout make-up:
cell class	instances	area [µm²]
Fill cell	355	1230
Inverter	10	40.0
Multi-Input combinational cell	64	1430
Tap cell	52	65.1
Timing Repair Buffer	194	1560
power by group through the flow:
stage	Clock (mW)	Sequential, mW	Combinational [mW]
after CTS	0	0	1.11
after global routing	0	0	1.32
final	0	0	1.12
placed cells by master (no fill, tap or decap):
master,count
buf_2,93
buf_6,67
clkdlybuf4s50_1,33
inv_4,1
inv_1,4
fa_2,58
inv_2,5
dlygate4sd2_1,1
fa_1,6
No activity file was given, so power comes from the tool's default toggle rates.
